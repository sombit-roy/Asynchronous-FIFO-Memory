===== design/flow/run.sh =====
#!/bin/bash
# OpenROAD 26Q1-2900-gdf79404cd8, Yosys 0.63+post, stock flow scripts
make -C /OpenROAD-flow-scripts/flow DESIGN_CONFIG=/design/flow/config.mk WORK_HOME=/design/flow/orfs finish

===== design/flow/config.mk =====
export PLATFORM = sky130hd
export DESIGN_NAME = fifo_async
export DESIGN_NICKNAME = fifo_async
export VERILOG_FILES = /design/flow/design.v
export SDC_FILE = /design/flow/constraint.sdc
export NUM_CORES = 4
export LEC_CHECK = 1
export CORE_UTILIZATION = 30

===== design/flow/constraint.sdc =====
current_design fifo_async

set clk_period 3.4
set clk_io_pct 0.2

create_clock -name clk0 -period $clk_period [get_ports {clka}]
create_clock -name clk1 -period $clk_period [get_ports {clkb}]

set non_clock_inputs [all_inputs -no_clocks]
set_input_delay [expr $clk_period * $clk_io_pct] -clock clk0 $non_clock_inputs
set_output_delay [expr $clk_period * $clk_io_pct] -clock clk0 [all_outputs]

===== design/flow/design.v =====
`timescale 1ns / 1ps
module dual_port_ram
    #(parameter DATA_WIDTH = 8,
      parameter ADDR_WIDTH = 3,
      parameter MEM_SIZE = 2**ADDR_WIDTH
    )
    (input wire clk,
    input wire write,
    input wire read,
    input wire  [ADDR_WIDTH-1:0] raddr,
    input wire  [ADDR_WIDTH-1:0] waddr,
    input wire  [DATA_WIDTH-1:0] wdata,
    output wire [DATA_WIDTH-1:0] rdata
    );
    reg [DATA_WIDTH-1:0] mem [MEM_SIZE-1:0];
    always @(posedge clk) 
    begin
        if (write) 
            mem[waddr] = wdata;
        else 
            mem[waddr] = mem[waddr];
    end
    assign rdata = (read)? mem[raddr] : {(DATA_WIDTH){1'bz}};
endmodule
`timescale 1ns / 1ps
module fifo_async
    #(parameter DATA_WIDTH = 8,
      parameter ADDR_WIDTH = 4,
      parameter MEM_SIZE = 2**ADDR_WIDTH
    )
     (input wire clka,
      input wire clkb,
      input wire reset,
      input wire rd_en,
      input wire wr_en,
      input wire [DATA_WIDTH-1:0] wrdata,
      output wire [DATA_WIDTH-1:0] rdata,
      output reg empty,
      output reg full
    );
    reg write;
    reg read;
    reg rd;
    reg [ADDR_WIDTH-1:0] waddr;
    reg [ADDR_WIDTH-1:0] raddr;
    reg [DATA_WIDTH-1:0] wdata;
    reg [ADDR_WIDTH-1:0] top_ptrA;
    wire [ADDR_WIDTH-1:0] top_grayA;
    reg [ADDR_WIDTH-1:0] top_grayA_tmp;
    reg [ADDR_WIDTH-1:0] top_grayB;
    reg [ADDR_WIDTH-1:0] bot_ptrB;
    wire [ADDR_WIDTH-1:0] bot_grayB;
    reg [ADDR_WIDTH-1:0] bot_grayB_tmp;
    reg [ADDR_WIDTH-1:0] bot_grayA;
    reg [ADDR_WIDTH-1:0] top_ptr_minus_one;
    wire [ADDR_WIDTH-1:0] top_ptr_minus_one_grayA ;
    dual_port_ram #(.DATA_WIDTH(DATA_WIDTH),.ADDR_WIDTH(ADDR_WIDTH)) 
    uut_ram (.clk(clka),.write, .read(rd), .raddr, .waddr, .wdata,.rdata);
    function automatic [ADDR_WIDTH-1:0] gray (input [ADDR_WIDTH-1:0] ptr);
        gray = (ptr >> 1) ^ ptr;
    endfunction
    reg [1:0] RESETA = 2'b00;
    reg [1:0] IDLEA = 2'b01;
    reg [1:0] WRITEA = 2'b11;
    reg [1:0] FULL = 2'b10;
    reg [1:0] state_a; 
    reg [1:0] next_a;
    always @(posedge clka) 
    begin
        if (reset)
            state_a <= RESETA;
        else
            state_a <= next_a;
    end
    always@(*) 
    begin
        case(state_a)
            RESETA:
                next_a = IDLEA;
            IDLEA:
            begin
                if (wr_en) next_a = WRITEA;
                else next_a = IDLEA;
            end
            WRITEA:
            begin
                if (top_grayA == bot_grayA) 
                    next_a = FULL;
                else if (!write) 
                    next_a = IDLEA;
                else 
                    next_a = WRITEA;
            end
            FULL:
            begin
                if (top_ptr_minus_one_grayA != bot_grayA) 
                    next_a = IDLEA;  
                else 
                    next_a = FULL;  
            end
        endcase
    end
    always@(*) 
    begin
        case(state_a)
            RESETA:
            begin
                write = 0;
                full = 0;
                wdata = 0;
            end
            IDLEA:
            begin
                write = 0;
                full  = 0;
            end
            WRITEA:
            begin
                write = wr_en;
                wdata = wrdata;
            end
            FULL:
            begin
                write = 0;   
                full  = 1;
            end
        endcase
    end
    always @(*) 
    begin
        if (reset) 
        begin
            top_ptr_minus_one = 0;
            top_ptrA = 0;
            waddr = 0;
        end
        else if (write && !full) 
        begin
            top_ptr_minus_one = top_ptrA;
            top_ptrA = top_ptrA + 1;
            waddr = top_ptrA;
        end      
    end
    assign top_grayA = gray(top_ptrA);
    assign top_ptr_minus_one_grayA = gray(top_ptr_minus_one);
    always @(posedge clkb) 
    begin
        top_grayA_tmp <= top_grayA;
        top_grayB <= top_grayA_tmp;
    end
    reg [1:0] RESETB = 2'b00;
    reg [1:0] IDLEB = 2'b01;
    reg [1:0] READB = 2'b11;
    reg [1:0] EMPTY = 2'b10;
    reg [1:0] state_b;
    reg [1:0] next_b;
    always@(posedge clkb) begin
        if (reset)
            state_b <= RESETB;
        else
            state_b <= next_b;
    end
    always@(*) begin
        case(state_b)
            RESETB:
                next_b = EMPTY;
            EMPTY:
            begin
                if (top_grayB != bot_grayB) 
                    next_b = IDLEB;
            end
            READB:
            begin
                if (top_grayB == bot_grayB) next_b = EMPTY;
                else next_b = IDLEB;
            end
            IDLEB:
            begin
                if (rd_en) next_b = READB;
            end
        endcase;   
    end
    always@(*) begin
        case(state_b)
        RESETB:
        begin
            read  = 0;
            empty = 0;
        end
        EMPTY:
        begin
            read  = 0;
            empty = 1;
        end
        READB:
        begin
            read  = 1;
            empty = 0;
        end
        IDLEB:
        begin
            read  = 0;
            empty = 0;
        end
        endcase    
    end
    always@(*) 
    begin
        if (reset) 
        begin
            bot_ptrB = 0;
            raddr = 0;
        end
        else if (read && !empty) 
        begin
            bot_ptrB = bot_ptrB + 1;
            raddr = bot_ptrB;
        end
    end
    assign bot_grayB = gray(bot_ptrB);
    always @(posedge clka) 
    begin
        bot_grayB_tmp <= bot_grayB;
        bot_grayA <= bot_grayB_tmp;
        rd <= read;
    end    
endmodule

==> impl_metrics.csv <==
group,metric,value,unit
critical_path,required,2.72,ns
global_route,track_usage,18.0,%
synthesis,synth_cell_type_count,42,
worst_hold_path,whs_path_depth,0,
clock_tree,clk_pin_slew,0.06,ns
sta,setup_violations,0,
synthesis,aoi_share,20.5,%
power_and_ir_drop,max-vdd-ir-drop,0.344,mV
critical_path,critPathLaunchType,"flop",
critical_path,worstReg2RegStart,"state_a[0]$_SDFF_PP0_",
power_and_ir_drop,power.density,505,nW/um2
synthesis,logic_family,"AND-OR/OR-AND gates",
critical_path,cp_slowest_cell,"clkdlybuf4s50_1",
clock_tree,cts_resized,0,
sta,tightest_slew,0.982,ns
drt,final_antenna_net_count,0,
critical_path,path_max_fanout,2,
critical_path,r2r_end,"uut_ram.mem[5][5]$_DFFE_PN_",
placed_design,postPlaceCellArea,8360,um2
synthesis,fa_ha_area_share,3.93,%
sta,unclocked_regs,28,
synthesis,synth_top_cell_by_area,"edfxtp_1",
synthesis,ys_warn_count,12,
global_route,antenna_found_initial,0,
die,std_cell_rows,58,
synthesis,yosys_cells,635,
critical_path,critPathBufInv,2,
clock_tree,ctsHoldBuffers,0,
clock_tree,cts_setup_buffers,0,
status,status,"completed",
drt,drt_iter0_drc,537,
critical_path,r2r_cells,8,
synthesis,synth-async-reset-ratio,0,%
drt,drc,0,
placed_design,preCtsSetupSlack,0.637,ns
synthesis,topCellsByArea,"edfxtp_1, a22o_1, dlxtn_1",
synthesis,mux_share,0.442,%
worst_hold_path,min_path_type,"flop to flop",
critical_path,crit_top_cell,"a222oi_1",
sta,hold_slack,0.322,ns
die,die_area,26100,um2
global_route,grt_pass1_vias,5773,
synthesis,ys_ff,176,
synthesis,syn_area_per_cell,12.0,um2
drt,vias,5570,
critical_path,path_delay_family,"AND-OR/OR-AND gates",
layout,fin_area,9030,um2
drt,drt_pass1_iterations,7,
drt,routed_wl,21900,um
sta,max_slew_margin,34.5,%
power_and_ir_drop,leakage,3.36,nW
sta,setup_ws,0.415,ns
critical_path,r2r_slack,0.69,ns
die,floorplan.core_util,30.4,%
drt,vias_per_cell,5.50,
global_route,grt_remaining_overflow,0,
global_route,grt_pass1_wl,33600,um
placed_design,gp_congestion,0.909,
synthesis,enable_flop_cells,128,
synthesis,synth_top_area_share,50.3,%
clock_tree,cts_tree,"done",
die,ios,23,
die,die_h,162,um
critical_path,end_kind,"output pin",
layout,area_growth,18.2,%
synthesis,synthCells,635,
global_route,grt_max_degree,34,
critical_path,cp.arrival,2.31,ns
flow_run,drv_cap,0,
worst_hold_path,hold_end,"top_grayB[2]$_DFF_P_",
synthesis,ys_sh_xor,1.72,%
sta,tns,0,ns
sta,skew,0.00614,ns
placed_design,io_buffer_count,21,
flow_run,warnings,43,
sta,rsz0062_at_grt,"no",
critical_path,cp_slowest_stage_delay,0.41,ns
worst_hold_path,min-delay-start,"top_grayA_tmp[2]$_DFF_P_",
drt,avgRoutedWirePerCell,21.7,um
layout,drive_gt1_share,11.0,%
die,die_width,162,um
sta,unconstrained_endpoints,165,
critical_path,path_cells,"a222oi_1 -> inv_1 -> a222oi_1 -> nand3_1 -> mux2_2 -> clkdlybuf4s50_1",
synthesis,syn-cell-area,7640,um2
drt,num_antenna_cells,0,
synthesis,ff_type,"edfxtp_1",
die,coreArea,25100,um2
placed_design,dp_hpwl,13400,um
sta,slew_viol_final,0,
synthesis,simple_gate_share,8.40,%
sta,hold_viol_final,0,
synthesis,yosysChipArea,7640,um2
critical_path,critPathKind,"flop to output pin",
## cell families after synthesis
group / count (synthesis)
flops: 148
xor+xnor: 15
latches: 28
other cells: 1
mux: 3
simple gates: 136
compound gates: 204
buf+inv: 76
fa+ha+maj: 24
## synthesized netlist by cell type, drive strengths merged, types with 7 or more instances
library cell and n:
a222oi 17, a221oi 7, o21ai 14, clkbuf 39, a22oi 49, a22o 62, dfxtp 20, xor2 11
buf 10, inv 27, or3 7, nand3 21, edfxtp 128, nor2 43, ha 24, nor2b 18
dlxtn 28, nand2 29, a21oi 31
## worst max-delay path by stage
stage / from / endpoint / cells after the start
4_1_cts: uut_ram.mem[7][6]$_DFFE_PN_ / rdata[6] / 6
5_1_grt: uut_ram.mem[6][7]$_DFFE_PN_ / rdata[7] / 6
6_report: uut_ram.mem[7][6]$_DFFE_PN_ / rdata[6] / 6
## cells in the final DEF, fill, tap and decap left out, types with 2 or more instances in the layout
master	netlist	final
nor2_1	43	43
nand4_1	6	6
dfxtp_1	20	20
xnor2_1	4	4
a222oi_1	17	17
a311oi_1	4	4
bufinv_16	0	3
a21oi_1	31	31
nand3_1	21	21
buf_4	0	37
a22oi_1	49	49
nor4_1	4	4
conb_1	1	5
mux2_2	3	3
xor2_1	11	11
clkinv_2	0	3
a221oi_1	7	7
nand2_1	29	29
a32oi_1	4	4
a2111oi_0	4	4
clkdlybuf4s50_1	0	21
ha_1	24	24
o21ai_0	14	14
clkinv_4	0	3
nor3_1	2	2
inv_1	27	27
dlxtn_1	28	28
clkbuf_16	0	20
nor2b_1	18	18
or3_1	7	7
or2_2	3	3
a21o_1	4	4
edfxtp_1	128	128
o22ai_1	2	2
a22o_1	62	62
## area by class of cell
class	instances	area (um2)
clock buffer	22	518
clock inverter	12	151
fill	2436	16100
inverter	27	101
multi-input combinational	387	2690
sequential	176	4660
tap	330	413
timing repair buffer	58	488
## power by group
group / leakage [nW] / switching, mW / internal, mW
clock network: 0.328 / 0.744 / 1.32
logic: 1.47 / 0.209 / 0.130
registers: 1.57 / 0.0430 / 2.11
## registers in the layout, summed over array words and instances (netlist names), 4 cells and up
name and flops:
bot_grayA 4, bot_grayB_tmp 4, bot_ptrB 4, top_grayA_tmp 4, top_grayB 4, top_ptr_minus_one 4
uut_ram.mem 128, waddr 4, wdata 8
## metrics by stage
step	util (%)	total power [mW]	instances
6_report	36.0	4.56	1012
5_1_grt	36.0	4.71	1012
4_1_cts	36.0	4.58	1012
3_5_place_dp	33.3	2.53	978
3_3_place_gp	33.3	2.53	978
2_1_floorplan	-	2.37	639
## metal layers
layer  wire length, um  GRT usage [%]  up-vias
met4               473           3.99        0
met1              8490           22.4     2626
met3              3070           11.0       43
li1                  -              -     2518
met2              9890           27.3      383
met5                 0              0        -
Power figures rest on the tool's default switching activity, not on a simulated workload.
